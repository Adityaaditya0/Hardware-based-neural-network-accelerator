`config.mk`:
```
export PLATFORM = sky130hd
export DESIGN_NAME = nn_accelerator_top
export DESIGN_NICKNAME = nn_accelerator_top
export VERILOG_FILES = /design/flow/design.v
export SDC_FILE = /design/flow/constraint.sdc
export NUM_CORES = 4
export LEC_CHECK = 1
export CORE_UTILIZATION = 50
export SYNTH_HDL_FRONTEND = slang
```
`run.sh`:
```
#!/bin/bash
# OpenROAD 26Q1-2900-gdf79404cd8, Yosys 0.63+post, stock flow scripts
make -C /OpenROAD-flow-scripts/flow DESIGN_CONFIG=/design/flow/config.mk WORK_HOME=/design/flow/orfs finish
```
`constraint.sdc`:
```
current_design nn_accelerator_top

set clk_period 51.7
set clk_io_pct 0.2

create_clock -name clk0 -period $clk_period

set non_clock_inputs [all_inputs -no_clocks]
set_input_delay [expr $clk_period * $clk_io_pct] -clock clk0 $non_clock_inputs
set_output_delay [expr $clk_period * $clk_io_pct] -clock clk0 [all_outputs]
```
`design.v`:
```
interface nn_if();
    logic rst_n;
    logic start;
    logic signed [7:0]  act  [0:3];
    logic signed [7:0]  wt   [0:3];
    logic signed [31:0] bias;
    logic        [3:0]  scale;
    logic signed [7:0]  out;
    logic               done;
endinterface
  module sparsity_detector (
    input  wire signed [7:0] activation,
    output wire              valid
);
    assign valid = (activation != 8'sd0);
endmodule
module mac_int8 (
    input  wire signed [7:0]  a,
    input  wire signed [7:0]  w,
    input  wire               valid,
    output wire signed [15:0] p
);
    assign p = valid ? (a * w) : 16'sd0;
endmodule
module mac_array_parallel #(
    parameter N = 4
)(
    input  wire signed [7:0]  act  [0:N-1],
    input  wire signed [7:0]  wt   [0:N-1],
    input  wire signed [31:0] bias,
    output wire signed [31:0] sum_out
);
    wire valid [0:N-1];
    wire signed [15:0] prod [0:N-1];
    wire signed [31:0] ext  [0:N-1];
    genvar i;
    generate
        for (i = 0; i < N; i = i + 1) begin : MACS
            sparsity_detector sd (
                .activation(act[i]),
                .valid(valid[i])
            );
            mac_int8 mac (
                .a(act[i]),
                .w(wt[i]),
                .valid(valid[i]),
                .p(prod[i])
            );
            assign ext[i] = {{16{prod[i][15]}}, prod[i]};
        end
    endgenerate
    assign sum_out = ext[0] + ext[1] + ext[2] + ext[3] + bias;
endmodule
module quantizer (
    input  wire signed [31:0] in,
    input  wire [3:0]         scale,
    output reg  signed [7:0]  out
);
    wire signed [31:0] scaled;
    assign scaled = in >>> scale;
    always @(*) begin
        if (scaled > 127)
            out = 8'sd127;
        else if (scaled < -128)
            out = -8'sd128;
        else
            out = scaled[7:0];
    end
endmodule
module controller (
    input  wire clk,
    input  wire rst_n,
    input  wire start,
    output reg  compute_en,
    output reg  done
);
    typedef enum logic [1:0] {IDLE, COMPUTE, DONE} state_t;
    state_t state;
    always @(posedge clk or negedge rst_n) begin
        if (!rst_n)
            state <= IDLE;
        else case (state)
            IDLE:    state <= start ? COMPUTE : IDLE;
            COMPUTE: state <= DONE;
            DONE:    state <= IDLE;
        endcase
    end
    always @(*) begin
        compute_en = (state == COMPUTE);
        done       = (state == DONE);
    end
endmodule
module nn_accelerator_top (
    input  wire               start,
    input  wire signed [7:0]  act  [0:3],
    input  wire signed [7:0]  wt   [0:3],
    input  wire signed [31:0] bias,
    input  wire [3:0]         scale,
    output wire signed [7:0]  out,
    output wire               done
);
    wire compute_en;
    wire signed [31:0] mac_sum;
    controller ctrl (
        .start(start),
        .compute_en(compute_en),
        .done(done)
    );
    mac_array_parallel macarr (
        .act(act),
        .wt(wt),
        .bias(bias),
        .sum_out(mac_sum)
    );
    quantizer qtz (
        .in(mac_sum),
        .scale(scale),
        .out(out)
    );
endmodule
```
==> reports/summary.txt <==
hpwl dp: 36,270 um
Hold Path Class: in2out
Post-CTS Setup Inserts: 0
Port-buffer cells: 108
Final Critical Period: 32.61 ns
Site Rows: 66
P&R area growth vs syn: 8.399%
Die ar.: 34,290 um2
hold path endpoint: out[5]
FF/Latch Area: 0 um2
seq_cells: 0
placed instance count: 2,562
WP data required: 41.36 ns
Finished Layout Cells: 2,562
post-cts resize count: 0
first-pass GRT wire length: 70,830 um
clkbuf count: 0
Hold Vio Cnt, Final: 0
layout cell share with drive strength beyond 1: 0.03632
largest net degree at the start of global routing: 53
core footprint: 32,780 um2
CP startpoint kind: primary input
register share after synthesis: 0
Final WS setup: 19.09 ns
Unique cell types: 103
most common logic cells in the final layout: inv_1 (356), fa_1 (264), nand2_1 (221)
worst hold stages: 6
max frequency: 0.03067 GHz
crit path DAT: 22.27 ns
synthesized area: 16,770 um2
Ys Warns: 2
Crit path buffers/inverters: 7
CP max stage cell: clkdlybuf4s50_1
most frequent logic cell in the layout: inv_1
Min Hold Slack: 22.04 ns
relative slew slack: 0.3622
chip height: 185.2 um
vias in the first global route: 13,964
Via density: 5.534
Main logic family: adder cells
yosys xor share: 0.05408
RePlAce Congestion: 0.9742
initial antenna violation count: 1
routed wire length: 42,330 um
unrepaired setup endpoints after global routing: false
FA/HA/MAJ Cells, Area Fraction: 0.4396
Place WS: 19.21 ns
Mapped Cells: 2,064
Chip Area, Yosys: 16,770 um2
yosys simple share: 0.2036
routed len/inst: 16.52 um
post-route DRC violation count: 0
Chip Width: 185.2 um
area fraction in mux cells: 0.03737
OpenROAD warning count: 33
ANT nets after route: 0
floorplan core density: 0.5117
Global Route Usage Sum: 0.2749
Logic area: 15,130 um2
Overflow after GRT: 0
CP delay by family, top: adder cells
routed vias: 14,177
and-or/or-and share of the synthesized area: 0.1672
# fillers: 3,116
status: finished, final reports clean
num ports: 110
Final Max Slew Viols: 0
Final setup violation count: 0
Ant. Diodes: 0
Syn Area/Cell: 8.127 um2
Top cell by count, worst path: fa_1
maximum fanout along the worst path: 19
Worst path max stage delay: 0.58 ns
CP Capture Type: output port
Crit path depth: 46
yosys stat cell total: 2,064
Tcrit/Tclk final: 0.6307
Least-Margin Pin Slew: 0.9522 ns
hold path start: scale[3]
setup TNS: 0 ns
number of buffers inserted by hold repair at cts: 0
max_cap viols: 0
WS Path Type: in2out
First-pass DRT Iterations: 7
initial DRC count: 732
## area by class of cell
type,count,share of cell area
Multi-Input combinational cell,1644,0.8322
Inverter,357,0.07369
Timing Repair Buffer,119,0.06372
Tap cell,442,0.03041
## worst min-delay path: cells and delay by family
kind,cells,cell delay [ns]
AND-OR/OR-AND,2,0.24
buffers and inverters,3,1.03
AND/OR/NAND/NOR,1,0.08
## stage by stage
stage	instance area (um2)	utilization
after floorplan	16770	-
after global placement	18180	0.5547
after detailed placement	18180	0.5547
after CTS	18180	0.5547
after global routing	18180	0.5547
final	18180	0.5547
## cells in the mapped netlist, types with 16 or more instances
library cell,number,area [um2]
nor4_1,21,131.4
xor2_1,26,227.7
nor3_1,30,150.1
and2_1,156,975.9
o211ai_1,17,127.6
nand2_1,221,829.6
a21oi_1,101,505.5
nand3_1,23,115.1
a21o_1,29,217.7
inv_1,356,1336
clkbuf_1,39,146.4
fa_1,264,5285
nor2b_1,16,100.1
xnor2_1,75,656.9
o21ai_0,47,235.2
nand2b_1,25,156.4
o21bai_1,31,232.7
nor2_1,108,405.4
ha_1,167,2090
mux2i_1,33,330.3
## how the worst max path moves through the flow
stage | endpoint | from | slack [ns]
finish | out[6] | act[24] | 19.09
global route | out[1] | act[13] | 18.38
CTS | out[6] | wt[18] | 19.17
## cells by family after synthesis
| logic type | after synthesis |
|---|---|
| simple gates | 670 |
| buf+inv | 420 |
| fa+ha+maj | 431 |
| mux | 50 |
| xor+xnor | 102 |
| compound gates | 390 |
| other cells | 1 |
## layer usage
metal	wire, um	global-route usage
met1	19080	0.4086
met2	21070	0.4662
met3	1670	0.02826
met4	496	0.02744
met5	13	0
